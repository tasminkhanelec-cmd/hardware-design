==> design.v <==
module crossmul(input logic signed [7:0] V11,
                input logic signed [7:0] V12,
                input logic signed [7:0] V21,
                input logic signed [7:0] V22,
                output logic signed [15:0] Vo1,
                output logic signed [15:0] Vo2,
                output logic signed [15:0] Vo3);
  always_comb
    begin
      Vo1 = V12*V22;
      Vo2 = -(V11*V22);
      Vo3 = V11*V21;
    end
endmodule
==> run.sh <==
#!/bin/bash
# OpenROAD 26Q1-2900-gdf79404cd8, Yosys 0.63+post, stock flow scripts
make -C /OpenROAD-flow-scripts/flow DESIGN_CONFIG=/design/flow/config.mk WORK_HOME=/design/flow/orfs finish
==> config.mk <==
export PLATFORM = sky130hd
export DESIGN_NAME = crossmul
export DESIGN_NICKNAME = crossmul
export VERILOG_FILES = /design/flow/design.v
export SDC_FILE = /design/flow/constraint.sdc
export NUM_CORES = 4
export LEC_CHECK = 1
export CORE_UTILIZATION = 50
==> constraint.sdc <==
current_design crossmul

set clk_period 14.6
set clk_io_pct 0.2

create_clock -name clk0 -period $clk_period

set non_clock_inputs [all_inputs -no_clocks]
set_input_delay [expr $clk_period * $clk_io_pct] -clock clk0 $non_clock_inputs
set_output_delay [expr $clk_period * $clk_io_pct] -clock clk0 [all_outputs]
==> results.txt <==
Results of the full flow below.

Logic synthesis:
- The run puts the simple-gate portion of the synthesized area at 0.185.
- Counting every instance in the synthesized netlist gives roughly 870.
- The run puts the sequential cell area fraction in the yosys report at 0.
- The run gives the number of synthesis warnings as 1.
- A synthesized cell averages 8.87 sq um.
- Of the total synthesized cell area, the portion taken by AND-OR and OR-AND cells is 0.0625.
- Of the combinational cells, the family taking the most area is adder cells.
- The run puts the area fraction in full adders, half adders and majority gates at 0.580.
- Measured against the total synthesized area, the mux share comes to 0.00552.
- The run gives the fraction of synthesized cell area in xor and xnor cells as 0.0512.
- The run gives the synthesized chip area reported by yosys as 0.00770 sq mm.
- The cell area that synthesis handed to floorplanning was between 0.007 and 0.008 sq mm.
- After synthesis, the netlist uses between 50 and 60 different library cells.
- The run gives the cell total in the yosys stat output as 869.

Finish:
- The design has 0 sequential cells.
- The run gives the layout cell share with drive strength beyond 1 as 0.0128.
- The run puts the number of clock buffers in the layout at 0.
- The run gives the synthesis-to-layout area growth as 12.8%.
- For the completed layout, the total cell area is recorded as 0.00869 sq mm.
- The run gives the area taken by flip-flops and latches as 0 sq um.
- Per the layout report, the design carries about 1,300 filler cells.

Final timing:
- Per the final report, max-transition violations number 0.
- Setup repair after global routing left no endpoint under its margin.
- The run gives the post-layout minimum cycle time as about 11 ns.
- The run puts the final worst setup slack at around 3.3 ns.
- The run gives the max-slew headroom at the worst pin as 0.537.
- The run puts the transition time at the pin with the least slew margin at 0.692 ns.
- The run gives the portion of the clock cycle consumed by the worst path in the final layout as 0.776.
- The run puts the final setup TNS at 0 ns.
- The run gives the number of setup violations in the final report as 0.
- Based on the critical path, the design can be clocked at up to 88.3 MHz.
- The run gives the final-layout worst hold slack as 6.97 ns.
- Endpoints failing hold in the final report were tallied at 0.

Floorplan:
- The run puts the top-level port count at around 80.
- The run puts the initial standard-cell utilization of the core at 0.509.
- From bottom edge to top edge, the die measures around 130 um.
- The run gives the die area as between 0.015 and 0.02 sq mm.
- After floorplanning, the core was divided into 45 placement rows.
- The region available for standard cell placement spans 0.0151 sq mm.
- The run gives the width of the die as approximately 130 um.

Setup path:
- STA classifies the critical path startpoint as a primary input.
- The run puts the data required time of the critical path at between 10 and 15 ns.
- The run gives the type of element capturing the critical path as a primary output.
- The run puts the maximum fanout encountered on the critical timing path at 16.
- Data arrives at the worst endpoint at around 8.4 ns.
- The run gives the critical path class as primary input to primary output.

Global route:
- The run gives the number of antenna violations at the first check in global routing as 0.
- The run puts the number of global-route vias before repair at roughly 5,700.
- The run gives the total overflow reported by the global router as 0.
- In the global route stage, overall resource usage came out at 0.215.
- The run puts the largest net degree at the start of global routing at 19.
- The run gives the wire length of the first global-routing pass as 26,700 um.

Route:
- The run gives the residual antenna-violating net count after detailed routing as 0.
- Per the detail_route report, inserted antenna diodes total 0.
- In the routed design, unresolved DRC markers number 0.
- The final layout contains routed wiring with a total length of 14,200 um.
- The first detailed-routing pass took 4 iterations.
- After detailed routing, the average wire length per cell comes to roughly 13 um.
- The run puts the overall via count from detail_route at 5,563.
- The detailed router finished its first iteration with between 150 and 200 violations.
- The run gives the via density per instance as between 4 and 5.

Place:
- The run puts the worst slack at placement at around 3.3 ns.
- The run puts the global placement routability congestion at a little over 0.8.
- After legalization and detailed placement, the total HPWL measured about 12,000 um.
- The run gives the count of buffers inserted at the top-level ports as around 80.
- In this run the cell area measured after placement is between 0.008 and 0.009 sq mm.

Power:
- The run puts the static leakage at between 4 and 5 nW.
- The run puts the largest vdd supply drop at ~0.41 mV.
- The run gives the power density over cell area as about 210 mW/mm^2.
- The design draws between 1.5 and 2 mW.

Run status:
- The flow ran to the end, and the final reports show no timing, DRC or antenna violations.

CTS:
- The run gives the count of hold buffers inserted by post-cts repair as 0.
- The run gives the number of instances resized during post-cts repair as 0.
- The run gives the buffer count from post-CTS setup fixing as 0.

Worst hold path:
- The path class of the tightest hold or removal check is primary input to primary output.
- The run gives the number of instances on the worst hold path as 4.

Run:
- The run puts the number of max-cap violations at 0.
- The run puts the warning total across the stage logs at 32.
==> routing by layer <==
layer  track usage  share of wire
met5             0              0
met1         0.372           0.52
met2         0.324           0.44
met3        0.0364          0.042
met4       0.00142              0
==> metrics by stage <==
| stage | std cells | utilization |
|---|---|---|
| floorplan | 869 | - |
| global placement | 1122 | 0.574 |
| detailed placement | 1122 | 0.574 |
| CTS | 1122 | 0.574 |
| global route | 1122 | 0.574 |
| finish | 1122 | 0.574 |
==> cell families (layout without fill, tap and decap cells) <==
kind of cell             Yosys count  in the layout
AND-OR/OR-AND                     66             66
XOR/XNOR                          45             45
adder cells (fa/ha/maj)          262            262
buffers and inverters            236            301
multiplexers                       4              4
AND/OR/NAND/NOR                  256            256
==> power breakdown <==
group          leakage (nW)  internal, mW  switching (mW)
logic                  4.26          1.07           0.757
registers                 0             0               0
clock network             0             0               0
==> cell usage after synthesis (3+ instances only) <==
library cell               number  area share
sky130_fd_sc_hd__o21a_1         8      0.0078
sky130_fd_sc_hd__or3_1          3      0.0024
sky130_fd_sc_hd__xnor2_1       40       0.045
sky130_fd_sc_hd__a21o_1         4      0.0039
sky130_fd_sc_hd__inv_1        220        0.11
sky130_fd_sc_hd__nor3_1         8      0.0052
sky130_fd_sc_hd__ha_1         103        0.17
sky130_fd_sc_hd__nand2b_1       8      0.0065
sky130_fd_sc_hd__xor2_1         5      0.0057
sky130_fd_sc_hd__fa_1         159        0.41
sky130_fd_sc_hd__and2_1       120       0.097
sky130_fd_sc_hd__clkbuf_1      16      0.0078
sky130_fd_sc_hd__a211oi_1       3      0.0029
sky130_fd_sc_hd__nand2_1       56       0.027
sky130_fd_sc_hd__nor2b_1       27       0.022
sky130_fd_sc_hd__o211ai_1       3      0.0029
sky130_fd_sc_hd__and3_1         3      0.0024
sky130_fd_sc_hd__nor2_1        17      0.0083
sky130_fd_sc_hd__o21ai_0       12      0.0078
sky130_fd_sc_hd__a21boi_0       3      0.0029
sky130_fd_sc_hd__a21oi_1       12      0.0078
==> worst max-delay path, stage by stage <==
cell	delay, ns
sky130_fd_sc_hd__clkdlybuf4s50_1	0.77
sky130_fd_sc_hd__and2_1	0.34
sky130_fd_sc_hd__fa_1	0.54
sky130_fd_sc_hd__inv_1	0.05
sky130_fd_sc_hd__fa_1	0.48
sky130_fd_sc_hd__fa_1	0.58
sky130_fd_sc_hd__fa_1	0.42
sky130_fd_sc_hd__ha_1	0.28
sky130_fd_sc_hd__ha_1	0.33
sky130_fd_sc_hd__o21ai_0	0.22
sky130_fd_sc_hd__nor2_2	0.09
sky130_fd_sc_hd__or4_4	0.43
sky130_fd_sc_hd__o2111ai_2	0.16
sky130_fd_sc_hd__or3b_1	0.37
sky130_fd_sc_hd__clkdlybuf4s50_1	0.41
==> layout make-up <==
type | count | area (sq um) | area share
Tap cell | 188 | 235 | 0.0271
Timing Repair Buffer | 81 | 808 | 0.0930
Multi-Input combinational cell | 633 | 6820 | 0.785
Inverter | 220 | 826 | 0.0950
==> layout by cell type (no fill, tap or decap), types with 12 or more instances in the layout <==
cell | Yosys | routed
sky130_fd_sc_hd__xnor2_1 | 40 | 40
sky130_fd_sc_hd__o21ai_0 | 12 | 12
sky130_fd_sc_hd__nor2b_1 | 27 | 27
sky130_fd_sc_hd__inv_1 | 220 | 220
sky130_fd_sc_hd__nor2_1 | 17 | 17
sky130_fd_sc_hd__fa_1 | 159 | 159
sky130_fd_sc_hd__ha_1 | 103 | 103
sky130_fd_sc_hd__clkdlybuf4s50_1 | 0 | 80
sky130_fd_sc_hd__a21oi_1 | 12 | 12
sky130_fd_sc_hd__and2_1 | 120 | 120
sky130_fd_sc_hd__nand2_1 | 56 | 56
==> worst paths after layout <==
kind / start / endpoint
min: V22[0] / Vo1[0]
max: V22[2] / Vo2[14]
Power is estimated from default activity; no workload was simulated.
