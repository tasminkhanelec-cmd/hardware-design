===== flow/run.sh =====
#!/bin/bash
# OpenROAD 26Q1-2900-gdf79404cd8, Yosys 0.63+post, stock flow scripts
make -C /OpenROAD-flow-scripts/flow DESIGN_CONFIG=/design/flow/config.mk WORK_HOME=/design/flow/orfs finish

===== flow/config.mk =====
export PLATFORM = sky130hd
export DESIGN_NAME = game
export DESIGN_NICKNAME = game
export VERILOG_FILES = /design/flow/design.v
export SDC_FILE = /design/flow/constraint.sdc
export NUM_CORES = 4
export LEC_CHECK = 1
export CORE_UTILIZATION = 50

===== flow/constraint.sdc =====
current_design game

set clk_period 11.1
set clk_io_pct 0.2

create_clock -name clk0 -period $clk_period [get_ports {clk}]

set non_clock_inputs [all_inputs -no_clocks]
set_input_delay [expr $clk_period * $clk_io_pct] -clock clk0 $non_clock_inputs
set_output_delay [expr $clk_period * $clk_io_pct] -clock clk0 [all_outputs]

===== flow/design.v =====
module game(input logic[31:0]n, input logic clk, input logic reset, output logic [31:0]m);
  always @(posedge clk)
    begin
      if(reset) m <= n;
      else if((m%2)==0) m <= m>>1;
      else m<=3*m+1;
    end 
endmodule

==> flow_summary.json <==
{
  "die-area_um2": 6290,
  "cts_buffers": 5,
  "yosysSeqAreaShare": 0.218,
  "reg_top3": "m x31",
  "synth.distinct_cells": 60,
  "cts_tree": "yes",
  "hold_viol": 0,
  "firstDrtPassIters": 4,
  "yosys-stat-area_um2": 2990,
  "core_um2": 5640,
  "drc": 0,
  "overflow": 0,
  "dieWidth_um": 79.3,
  "grt_max_degree": 63,
  "drv_slew": 0,
  "wire_per_inst_um": 14.6,
  "drv_cap": 0,
  "fin_tns_setup_ns": 0,
  "cts.repair.resized": 0,
  "rsz0062_at_grt": "false",
  "post_cts_buffers": 0,
  "cts_buffer_depth": 2,
  "ys_cells": 384,
  "hp-class": "flip-flop to flip-flop",
  "critPathKind": "flip-flop to primary output",
  "crit_arrival_ns": 1.25,
  "setup_viol": 0,
  "status": "finished clean",
  "hold_ws_ns": 0.568,
  "worstMarginPinSlew_ns": 0.927,
  "ioPinCount": 66,
  "warning_count": 28,
  "crit_buf_inv": 1,
  "crit_chain": "clkdlybuf4s50_1",
  "finalCritPeriodShare": 0.313,
  "area_growth_pct": 25.9,
  "fin_crit_ns": 3.47,
  "largest_register_ffs": 31,
  "netlist_area_um2": 2990,
  "crit_fanout": 5,
  "fp_util": 0.530,
  "crit_slowest_cell": "clkdlybuf4s50_1",
  "utilization": 0.667,
  "cts-hold-fix-buffers": 0,
  "dp.cells": 505,
  "fin_ws_ns": 7.63,
  "antenna_found_initial": 0,
  "cp_top_family": "buffers and inverters",
  "io_buffers": 65,
  "hpwl_um": 5430,
  "max_freq_mhz": 288,
  "syn_area_per_cell_um2": 7.78,
  "place_ws_ns": 7.35,
  "worstPathRequired_ns": 8.88,
  "cp-end-kind": "primary output",
  "wl_um": 7490,
  "synth_flops": 32,
  "drt_iter0_markers": 143,
  "instances_no_fill": 513,
  "clock_latency_ns": 0.30,
  "n_antenna_cell": 0,
  "max_stage_delay_ns": 0.50,
  "ir_worst_vdd_mv": 0.113,
  "vias_per_cell": 5.87,
  "clk_root_buffer_cell": "clkbuf_8",
  "finClkSkew_ns": 0.0100,
  "edf_count": 1,
  "dieHeight_um": 79.3,
  "drive_gt1_frac": 0.0499,
  "clkSinkCount": 32,
  "grtUsageTotal": 0.256,
  "grt_pass1_wl_um": 12800,
  "critical_path.startpoint_type": "flip-flop",
  "leakagePower_nw": 1.63,
  "power.density_nw_per_um2": 242,
  "num_vias": 3013,
  "grt_pass1_vias": 2754,
  "htreeDepth": 2,
  "ys_async_sr_fraction": 0,
  "rows": 27,
  "ys_warn_count": 1,
  "flop_cell": "dfxtp_1",
  "regMostFlops": "m",
  "relSlewSlack": 0.380,
  "routabilityCongestion": 0.898,
  "path_clk_slew_ns": 0.08,
  "syn_inst": 384,
  "antenna_left": 0
}
[cell usage after synthesis, types with 3 or more instances]
cell type | instances | area [µm²]
nand2_1 | 40 | 150
a21oi_1 | 33 | 165
ha_1 | 32 | 400
dfxtp_1 | 31 | 621
o21ai_0 | 29 | 145
nor2_1 | 22 | 82.6
xor2_1 | 15 | 131
o21ai_1 | 14 | 70.1
a21o_1 | 13 | 97.6
clkbuf_1 | 13 | 48.8
mux2i_1 | 13 | 130
a22oi_1 | 9 | 67.6
inv_1 | 9 | 33.8
xnor2_1 | 9 | 78.8
nand4_1 | 8 | 50.1
nand3_1 | 7 | 35.0
nor3_1 | 7 | 35.0
a211oi_1 | 5 | 37.5
nor2b_1 | 5 | 31.3
o211ai_1 | 5 | 37.5
a31oi_1 | 4 | 25.0
o31ai_1 | 4 | 30.0
or3_1 | 4 | 25.0
buf_1 | 3 | 11.3
nand3b_1 | 3 | 22.5
o21a_1 | 3 | 22.5
o21bai_1 | 3 | 22.5
[cells in the final DEF, fill, tap and decap left out, types with 2 or more instances in the layout]
cell type	count
a211o_1	2
a211oi_1	5
a211oi_2	2
a21o_1	13
a21oi_1	33
a21oi_2	2
a22oi_1	9
a31oi_1	4
and2_1	2
and3_1	2
and4b_1	2
buf_4	2
clkbuf_8	6
clkdlybuf4s50_1	64
clkinv_2	2
dfxtp_1	31
ha_1	32
inv_1	9
mux2i_1	13
nand2_1	40
nand2b_1	2
nand3_1	7
nand3b_1	3
nand4_1	8
nor2_1	22
nor2b_1	5
nor3_1	7
o211ai_1	5
o21a_1	3
o21ai_0	29
o21ai_1	14
o21bai_1	3
o31ai_1	4
or3_1	4
xnor2_1	9
xor2_1	15
[kinds of logic (layout without fill, tap and decap cells)]
family / count (synthesis) / after routing / share of synthesized area
AOI/OAI and AO/OA: 143 / 143 / 0.309
DFF: 32 / 32 / 0.218
adders and majority gates: 33 / 33 / 0.141
muxes: 14 / 14 / 0.0473
xor gates and xnor gates: 24 / 24 / 0.0703
buffers and inverters: 28 / 85 / 0.0360
and+or+nand+nor: 110 / 110 / 0.179
[final timing paths]
check / from / slack (ns) / depth (start not counted) / end
min: m[25]$_DFF_P_ / 0.57 / 2 / m[24]$_DFF_P_
max: flip-flop / 7.63 / 1 / m[1]
max reg2reg: m[0]$_DFF_P_ / 7.79 / 11 / m[19]$_DFF_P_
min reg2reg: m[25]$_DFF_P_ / 0.57 / 2 / m[24]$_DFF_P_
[power by group]
part	switching, mW	total (mW)	leakage [nW]	internal, mW
sequential	0.0372	0.186	0.272	0.149
combinational	0.330	0.628	1.31	0.298
clock	0.0484	0.0979	0.0510	0.0495
[per-stage QoR]
stage	total power, mW	cell area, µm²
finish	0.912	3760
global route	1.01	3760
CTS	0.912	3760
detailed placement	0.807	3670
global placement	0.809	3670
floorplan	0.636	2990
[metal layers]
layer | track usage | share of wire
met1 | 0.407 | 0.51
met2 | 0.384 | 0.43
met3 | 0.0315 | 0.057
met4 | 0.0255 | 0.0099
met5 | 0 | 0
[area by class of cell]
type	count	area, µm²
tap	72	90.1
clock buffer	6	82.6
timing repair buffer	67	661
clock inverter	2	10.0
inverter	10	37.5
multi-input combinational	324	2230
sequential	32	651
fill	502	1880
Power is estimated from default activity; no workload was simulated.
